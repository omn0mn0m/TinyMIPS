**/design/flow/run.sh**
```bash
#!/bin/bash
# OpenROAD 26Q1-2900-gdf79404cd8, Yosys 0.63+post, stock flow scripts
make -C /OpenROAD-flow-scripts/flow DESIGN_CONFIG=/design/flow/config.mk WORK_HOME=/design/flow/orfs finish
```
**/design/flow/config.mk**
```make
export PLATFORM = sky130hd
export DESIGN_NAME = mips
export DESIGN_NICKNAME = mips
export VERILOG_FILES = /design/flow/design.v
export SDC_FILE = /design/flow/constraint.sdc
export NUM_CORES = 4
export LEC_CHECK = 1
export CORE_UTILIZATION = 50
```
**/design/flow/constraint.sdc**
```tcl
current_design mips

set clk_period 7.2
set clk_io_pct 0.2

create_clock -name clk0 -period $clk_period [get_ports {clk}]

set non_clock_inputs [all_inputs -no_clocks]
set_input_delay [expr $clk_period * $clk_io_pct] -clock clk0 $non_clock_inputs
set_output_delay [expr $clk_period * $clk_io_pct] -clock clk0 [all_outputs]
```
**/design/flow/design.v**
```verilog
`timescale 1ns/10ps
module alu (result, a, b, alucont) ;
   input  [7:0] a, b ;
   input  [2:0] alucont ;
   output [7:0] result ;
   reg    [7:0] result ;
   wire   [7:0] b2, sum, slt ;
   assign b2 = alucont[2] ? ~b:b ; 
   assign sum = a + b2 + alucont[2] ;
   assign slt = sum[7] ;
   always@(*)
      case(alucont[1:0])
         2'b00: result <= a & b ;
         2'b01: result <= a | b ;
         2'b10: result <= sum ;
         2'b11: result <= slt ;
      endcase
endmodule
`timescale 1ns/10ps
module alucontrol( alucont, aluop, funct ) ;
   input  [1:0] aluop   ;
   input  [5:0] funct   ;
   output reg [2:0] alucont ;
   always @(aluop or funct)
      case(aluop)
         2'b00: alucont <= 3'b010;   
         2'b01: alucont <= 3'b110;   
         default: case(funct)        
                     6'b100000: alucont <= 3'b010;  
                     6'b100010: alucont <= 3'b110;  
                     6'b100100: alucont <= 3'b000;  
                     6'b100101: alucont <= 3'b001;  
                     6'b101010: alucont <= 3'b111;  
                     default:   alucont <= 3'b101;  
                  endcase
      endcase
endmodule
`timescale 1ns/10ps
module regfile (rd1, rd2, clk, regwrite, ra1, ra2, wa, wd) ;
   input        clk ;
   input        regwrite ;   
   input  [2:0] ra1 ;	     
   input  [2:0] ra2 ;	     
   input  [2:0] wa  ;  	     
   input  [7:0] wd  ;	     
   output [7:0]  rd1, rd2 ;  
   reg  [7:0] REGS [7:0];
   always @(posedge clk)
      if (regwrite) REGS[wa] <= wd;	
   assign rd1 = ra1 ? REGS[ra1] : 0;    
   assign rd2 = ra2 ? REGS[ra2] : 0;    
endmodule
`timescale 1ns/10ps
module controller (input clk, rst,
    input [5:0] op,
    output reg memread, memwrite, alusrca, memtoreg, iord,
    output reg regwrite, regdst,
    output reg [1:0] pcsource, alusrcb, aluop,
    output reg [3:0] irwrite,
    output reg pcwrite, branch);
    parameter FETCH1     = 4'b0001;
    parameter FETCH2     = 4'b0010;
    parameter FETCH3     = 4'b0011;
    parameter FETCH4     = 4'b0100;
    parameter DECODE     = 4'b0101;
    parameter MEMADR     = 4'b0110;
    parameter LBRD       = 4'b0111;
    parameter LBWR       = 4'b1000;
    parameter SBWR       = 4'b1001;
    parameter RTYPEEX    = 4'b1010;
    parameter RTYPEWR    = 4'b1011;
    parameter BEQEX      = 4'b1100;
    parameter JEX        = 4'b1101;
    parameter ADDIWR     = 4'b1110;  
    parameter LB        = 6'b100000;
    parameter SB        = 6'b101000;
    parameter RTYPE     = 6'b000000;
    parameter BEQ       = 6'b000100;
    parameter J         = 6'b000010;
    parameter ADDI      = 6'b001000;
    reg [3:0] state, nextstate;  
    reg pcwritesec;
    always @(posedge clk) begin  
        if (rst) state <= FETCH1;
        else state <= nextstate;
    end
    always @(state) begin
        case (state) 
            FETCH1: nextstate <= FETCH2;
            FETCH2: nextstate <= FETCH3;
            FETCH3: nextstate <= FETCH4;
            FETCH4: nextstate <= DECODE;
            DECODE: case(op)
                LB:     nextstate <= MEMADR;
                SB:     nextstate <= MEMADR;
                ADDI:   nextstate <= MEMADR;
                RTYPE:  nextstate <= RTYPEEX;
                BEQ:    nextstate <= BEQEX;
                J:      nextstate <= JEX;
                default: nextstate <= FETCH1;
            endcase
            MEMADR: case(op)
                LB:     nextstate <= LBRD;
                SB:     nextstate <= SBWR;
                ADDI:   nextstate <= ADDIWR;
                default: nextstate <= FETCH1;
            endcase
            LBRD:    nextstate <= LBWR;
            LBWR:    nextstate <= FETCH1;
            SBWR:    nextstate <= FETCH1;
            RTYPEEX: nextstate <= RTYPEWR;
            RTYPEWR: nextstate <= FETCH1;
            BEQEX:   nextstate <= FETCH1;
            JEX:     nextstate <= FETCH1;
            ADDIWR:  nextstate <= FETCH1;
            default: nextstate <= FETCH1;
        endcase 
    end
    always @(state) begin
        irwrite <= 4'b0000;
        pcwrite <= 0;
        branch <= 0;
        pcwritesec <= 0;
        regwrite <= 0;
        regdst <= 0;
        memread <= 0;
        memwrite <= 0;
        alusrca <= 0;
        alusrcb <= 2'b00;
        aluop <= 2'b00;
        pcsource <= 2'b00;
        iord <= 0;
        memtoreg <= 0;
        case(state)
            FETCH1: begin
                memread <= 1;
                irwrite <= 4'b0001;
                alusrcb <= 2'b01;
                pcwrite <= 1;
            end
            FETCH2: begin
                memread <= 1;
                irwrite <= 4'b0010;
                alusrcb <= 2'b01;
                pcwrite <= 1;
            end
            FETCH3: begin
                memread <= 1;
                irwrite <= 4'b0100;
                alusrcb <= 2'b01;
                pcwrite <= 1;
            end
            FETCH4: begin
                memread <= 1;
                irwrite <= 4'b1000;
                alusrcb <= 2'b01;
                pcwrite <= 1;
            end
            DECODE: begin
                alusrca <= 0;
                alusrcb <= 2'b11;
                aluop <= 2'b00;
            end
            MEMADR: begin
                alusrca <= 1;
                alusrcb <= 2'b10;
                aluop <= 2'b00;
            end
            RTYPEEX: begin
                alusrca <= 1;
                alusrcb <= 2'b00;
                aluop <= 2'b10;
            end
            BEQEX: begin
                alusrca <= 1;
                alusrcb <= 2'b00;
                aluop <= 2'b01;
                branch <= 1;
                pcsource <= 2'b01;
            end
            JEX: begin
                pcwrite <= 1;
                pcsource <= 2'b10;
            end
            ADDIWR: begin
                regwrite <= 1;
                iord <= 1;
            end
            LBRD: begin
                memread <= 1;
                iord <= 1;
            end
            SBWR: begin
                memwrite <= 1;
                iord <= 1;
            end
            RTYPEWR: begin
                regdst <= 1;
                regwrite <= 1;
            end
            LBWR: begin
                regwrite <= 1;
                memtoreg <= 1;
            end
        endcase
    end
endmodule
`timescale 1ns/10ps
module datapath (adr, instr, writedata, zero, 
                 alucontrol, alusrca, alusrcb, iord, irwrite, memdata, 
		           memtoreg, pcen, pcsource, regdst, regwrite,
		           clk, reset, const_gnd) ;
   input  [2:0]  alucontrol ;   
   input         alusrca    ;   
   input  [1:0]  alusrcb    ;   
   input 	       iord       ;   
   input  [3:0]  irwrite    ;   
   input  [7:0]  memdata    ;   
   input 	       memtoreg   ;   
   input         pcen       ;   
   input 	       regdst     ;   
   input 	       regwrite   ;   
   input  [1:0]  pcsource   ;   
   input         clk, reset ; 
   input         const_gnd  ;   
   output [ 7:0] adr        ;   
   output [31:0] instr      ;   
   output [ 7:0] writedata  ;   
   output        zero       ;   
   wire   [2:0]  ra1, ra2, wa ;   
   wire   [7:0]  rd1, rd2, wd ;   
   wire   [7:0]  pc, nextpc   ;	  
   wire   [7:0]  data         ;   
   wire   [7:0]  to_mux_to_srca, srca, srcb, aluresult, aluout ;   
   wire   [7:0]  constx4      ;	  
   assign constx4 = {instr[5:0], {2{const_gnd}}};
   assign ra1 = instr[23:21];
   assign ra2 = instr[18:16];
   dff8bit instr_dtf1(.d(memdata),
           .clk(clk),
           .rst(reset),
           .en(irwrite[0]),
           .q(instr[31:24])
           );
   dff8bit instr_dtf2(.d(memdata),
           .clk(clk),
           .rst(reset),
           .en(irwrite[1]),
           .q(instr[23:16])
           );
   dff8bit instr_dtf3(.d(memdata),
           .clk(clk),
           .rst(reset),
           .en(irwrite[2]),
           .q(instr[15:8])
           );
   dff8bit instr_dtf4(.d(memdata),
           .clk(clk),
           .rst(reset),
           .en(irwrite[3]),
           .q(instr[7:0])
           );
   dff8bit rd_dtf1(.d(rd1),
           .clk(clk),
           .rst(reset),
           .en(~const_gnd),
           .q(to_mux_to_srca)  
           ); 
   dff8bit rd_dtf2(.d(rd2),
         .clk(clk),
         .rst(reset),
         .en(~const_gnd),
         .q(writedata)
         );
   dff8bit aluout_dtf(.d(aluresult),
         .clk(clk),
         .rst(reset),
         .en(~const_gnd),
         .q(aluout)
         );
   dff8bit pc_dtf(.d(nextpc),
         .clk(clk),
         .rst(reset),
         .en(pcen),
         .q(pc)
         );
   dff8bit data_dtf(.d(memdata),
         .clk(clk),
         .rst(reset),
         .en(~const_gnd),
         .q(data)
         );
   mux rd1_mux(.a(to_mux_to_srca),
        .b(pc),
        .sel(alusrca),
        .out(srca)
        );
   mux4 rd2_mux(.a(writedata),
        .b({{7{const_gnd}}, ~const_gnd}),
        .c(instr[7:0]),
        .d(constx4),
        .sel(alusrcb),
        .out(srcb)
        );
   mux4 nextpc_mux(.a(aluresult),
        .b(aluout),
        .c(constx4),
        .d({8{const_gnd}}),
        .sel(pcsource),
        .out(nextpc)
        );
   mux adr_mux(.a(aluout),
        .b(pc),
        .sel(iord),
        .out(adr)
        );
   mux wd_mux(.a(data),
        .b(aluout),
        .sel(memtoreg),
        .out(wd)
        );
   mux_smallData wa_mux(.a(instr[13:11]),
        .b(instr[18:16]),
        .sel(regdst),
        .out(wa)
        );
   regfile test_reg(.rd1(rd1),
                    .rd2(rd2),
                    .clk(clk),
                    .regwrite(regwrite),
                    .ra1(ra1),
                    .ra2(ra2),
                    .wa(wa),
                    .wd(wd)
                    );
   alu inst_alu(.result(aluresult),
                .a(srca),
                .b(srcb),
                .alucont(alucontrol)
                );
   assign zero = (aluresult == 0);
endmodule
`timescale 1ns/10ps
module dff (input d,
	    input clk,
	    input rst,
       input en,
	    output reg q,
	    output q_not);
   always @ (posedge clk) begin  
      if (rst) begin
	      q <= 0;
      end
      else begin
         if (en) begin
	         q <= d;
         end
         else begin
            q <= q;
         end
      end
   end
   assign q_not = ~q;
endmodule  
`timescale 1ns/10ps
module dff8bit (input [7:0] d,
	    input clk,
	    input rst,
       input en,
	    output reg [7:0] q);
   always @ (posedge clk) begin 
      if (rst) begin
	       q <= 8'b00000000;
      end
      else begin
	      if (en) begin
	         q <= d;
         end
         else begin
            q <= q;
         end
      end
   end
endmodule  
`timescale 1ns/10ps
module mux(input [7:0] a,	
	   input [7:0] b,	
	   input sel,
	   output [7:0] out);
   assign out = sel ? a : b;
endmodule  
`timescale 1ns/10ps
module mux_smallData(input [2:0] a,	
	   input [2:0] b,	
	   input sel,
	   output [2:0] out);
   assign out = sel ? a : b;
endmodule  
`timescale 1ns/10ps
module mux4(input [7:0] a,
	    input [7:0] b,
	    input [7:0] c,
	    input [7:0] d,
	    input [1:0] sel,
	    output reg [7:0] out);
   always @ (*) begin
      case (sel)
	2'b00: out <= a;
	2'b01: out <= b;
	2'b10: out <= c;
	2'b11: out <= d;
	default: out <= out;
      endcase  
   end
endmodule  
`timescale 1ns/10ps
module pc_controller(input pcwrite,
                     input branch,
                     input zero,
                     output pcen);
    assign pcen = pcwrite | (zero & branch);
endmodule  
`timescale 1ns/10ps
module mips
    ( clk, rst, memdata, memread, memwrite, writedata, adr, const_gnd);  
    parameter WIDTH = 8;
    parameter REGBITS = 3;
    input clk;
    input rst;
    input [WIDTH - 1:0] memdata;
    input const_gnd;
    output memread;
    output memwrite;
    output [WIDTH - 1:0] writedata;
    output [WIDTH - 1:0] adr;
    wire [31:0] instr;
    wire        zero, alusrca, memtoreg, iord, pcen, regwrite, regdst;
    wire [1:0]  aluop, pcsource, alusrcb;
    wire [3:0]  irwrite;
    wire [2:0]  alucont;
    wire pcwrite, branch;
    controller cont(.clk(clk),
                    .rst(rst),
                    .op(instr[31:26]),
                    .memread(memread),
                    .memwrite(memwrite),
                    .alusrca(alusrca),
                    .memtoreg(memtoreg),
                    .iord(iord),
                    .regwrite(regwrite),
                    .regdst(regdst),
                    .pcsource(pcsource),
                    .alusrcb(alusrcb),
                    .aluop(aluop),
                    .irwrite(irwrite),
                    .pcwrite(pcwrite),
                    .branch(branch));
    alucontrol ac(.aluop(aluop),
                  .funct(instr[5:0]),  
                  .alucont(alucont));
    datapath dp(.clk(clk),
                .reset(rst),
                .memdata(memdata),
                .adr(adr),
                .writedata(writedata),
                .alusrca(alusrca),
                .alusrcb(alusrcb),
                .iord(iord),
                .pcen(pcen),
                .zero(zero),
                .irwrite(irwrite),
                .memtoreg(memtoreg),
                .pcsource(pcsource),
                .regwrite(regwrite),
                .regdst(regdst),
                .instr(instr),
                .alucontrol(alucont),
                .const_gnd(const_gnd)
                );
    pc_controller pc(.zero(zero),
                     .pcen(pcen),
                     .pcwrite(pcwrite),
                     .branch(branch));
endmodule
```
==> impl_metrics.toml <==
# physical design summary
[outcome]
run_status = "finished, final reports clean"

[critical_path]
worst_setup_path_start_kind = "input port"
critical_path.slowest_cell = "sky130_fd_sc_hd__and4_1"
worstPathMaxFanout = 21
timing.critical_path.to_type = "register"
critPathRequiredTime_ps = 7500
crit_path_max_incr_delay_ps = 470
critPathArrivalTime_ps = 5260
kind_of_critical_path = "in2reg"
cp_cell_sequence = "buf_2, inv_1, nand3_1, o41ai_1, a211oi_1, xnor2_1, ha_1, nand2_1, nor2_1, a221o_1, a311o_1, o2111a_1, a211oi_2, and4_1, o221ai_1, o311a_1"
ff2ff_path_depth = 14

[drt]
drc = 0
dr.first_iter.drc_count = 423
drt.antenna.violating_nets = 0
route.detailed.wl_per_inst_um = 22.36
vias = 5565
final_wl_mm = 19.86
route.antenna.diode_count = 0
drt_pass1_iterations = 16
vias_per_cell = 6.267

[synth]
synth-area-yosys_um2 = 7611
netlist.top_cell.by_instances = "sky130_fd_sc_hd__dfxtp_1"
largest_area_contributor_in_the_synthesized_netlist = "sky130_fd_sc_hd__edfxtp_1"
syn_inst = 673
synth.ff_latch_count = 147
yosys.area.top_type_share_pct = 25.25
ys_top_cells_by_area = "sky130_fd_sc_hd__edfxtp_1, sky130_fd_sc_hd__dfxtp_1, sky130_fd_sc_hd__mux4_2"
synthFlopType = "sky130_fd_sc_hd__dfxtp_1"
ys.warnings.count = 6
synth-edff-count = 64
post_synth_most_frequent_cells = "sky130_fd_sc_hd__dfxtp_1, sky130_fd_sc_hd__nor2_1, sky130_fd_sc_hd__edfxtp_1, sky130_fd_sc_hd__mux2i_1, sky130_fd_sc_hd__mux4_2"
syn_avg_cell_area_um2 = 11.31
yosysUniqueCellTypes = 76
ys_seq_share_pct = 47.08
async_reset_ff_share_pct = 0
yosys_cells = 673
post_synth_instance_area_um2 = 7611

[final_timing]
slew_headroom_pct = 40.41
post-route-period-util_pct = 68.88
report.final.hold_viol_count = 0
whs_ps = 474.5
rsz0062_at_grt = "no"
timing.fmax_ghz = 0.2016
final-setup-viol-count = 0
fin_tns_setup_ps = 0
tightest_pin_transition_ps = 884.5
maxSlewViolCount = 0
finalWorstPathRequiredPeriod_ps = 4959
maximum_clock_skew_at_final_layout_ps = 9.274

[layout]
sequential_cell_area_um2 = 3583
areaGrowthSynthToFinish_pct = 13.17
comb_area_um2 = 3764
fraction_of_final_layout_cells_sized_beyond_drive_strength_1_pct = 18.75
fillerInstances = 1178
finalCoreUtilization_pct = 58.60

[die]
chip_area_um2 = 15720
dieWidth_um = 125.4
ioPinCount = 29
die_y_um = 125.4
design.core.area_um2 = 14700
placement_rows = 44
fp_core_util_pct = 51.78

[global_routing]
grt_pass1_vias = 5428
grtUsageTotal_pct = 27.94
met2_usage_pct = 40.35
largest_net_degree_at_the_start_of_global_routing = 70
grt_pass1_wl_mm = 31.13
global_route.peak_usage_layer = "met1"
gr-usage-met3_pct = 11.30
antenna_violations_before_repair = 0
globalRouteOverflowTotal = 0
grt.met1_usage_pct = 43.53

[placed_design]
port_buffers = 28
place.gp.congestion = 0.9779
hpwlAfterDp_mm = 14.35

[cts]
clock-root-buffer = "sky130_fd_sc_hd__clkbuf_16"
clk_transition_reported_paths_ps = 60
cts_max_level = 4
clk_path_buf_depth = 2
cts_tree = "yes"
clock_insertion_delay_worst_skew_ps = 420
numClockSinks = 147
postCtsHoldBufs = 0
cts_repair_resize_count = 0
tritoncts.num_buffers = 17
post_cts_buffers = 0

[power]
cellPowerDensity_nw_per_um2 = 256.1
design_power_total_uw = 2206
p_leak_uw = 0.003052
worst_ir_drop_vdd_mv = 0.1766

[run]
stage_log_warnings = 26
max_cap_viol_count = 0

[min_path]
worst_hold_path_type = "reg2reg"
min_delay_path_depth = 2
## cell usage in the layout, fill, tap and decap left out, types with 21 or more instances in the layout
master	n
sky130_fd_sc_hd__a21oi_1	23
sky130_fd_sc_hd__a22oi_1	21
sky130_fd_sc_hd__clkdlybuf4s50_1	26
sky130_fd_sc_hd__dfxtp_1	83
sky130_fd_sc_hd__edfxtp_1	64
sky130_fd_sc_hd__mux2_2	31
sky130_fd_sc_hd__mux2i_1	42
sky130_fd_sc_hd__mux4_2	37
sky130_fd_sc_hd__nand2_1	34
sky130_fd_sc_hd__nor2_1	82
sky130_fd_sc_hd__nor3_1	21
sky130_fd_sc_hd__o21ai_0	23
## routing by layer
| metal | vias up | wire [um] |
|---|---|---|
| met2 | 255 | 8984 |
| met1 | 2680 | 8554 |
| li1 | 2616 | - |
| met5 | - | 0 |
| met3 | 14 | 2064 |
| met4 | 0 | 257 |
## path summary, 6_finish.rpt
kind                                      from        endpoint  slack [ps]
worst min register to register  dp.pc_dtf.q[5]  dp.pc_dtf.q[5]         470
worst min-delay path            dp.pc_dtf.q[5]  dp.pc_dtf.q[5]         470
worst max-delay path                 const_gnd  dp.pc_dtf.q[1]        2240
worst max register to register   cont.state[4]  dp.pc_dtf.q[1]        2470
## sequential cells by signal, indices dropped and copies added (netlist names), named ones only
register / flops
dp.test_reg.REGS: 64
cont.state: 14
dp.aluout_dtf.q: 8
dp.data_dtf.q: 8
dp.instr_dtf4.q: 8
dp.pc_dtf.q: 8
dp.rd_dtf1.q: 8
dp.rd_dtf2.q: 8
dp.instr_dtf1.q: 6
dp.instr_dtf2.q: 6
dp.instr_dtf3.q: 3
## metrics by stage
| step | setup slack (ps) | instances | cell area (um2) |
|---|---|---|---|
| 4_1_cts | 2331 | 888 | 8613 |
| 2_1_floorplan | 2589 | 673 | 7611 |
| 3_5_place_dp | 1919 | 856 | 8028 |
| 6_report | 2241 | 888 | 8613 |
| 5_1_grt | 2002 | 888 | 8613 |
| 3_3_place_gp | 1956 | 856 | 8028 |
## kinds of logic (layout without fill, tap and decap cells)
| kind of cell | after synthesis | after routing | synth area share (%) |
|---|---|---|---|
| muxes | 110 | 110 | 21.06 |
| xor gates and xnor gates | 8 | 8 | 0.9206 |
| and+or+nand+nor | 216 | 216 | 14.53 |
| DFF | 147 | 147 | 47.08 |
| buffers and inverters | 60 | 91 | 3.469 |
| AOI/OAI and AO/OA | 123 | 123 | 11.39 |
| adders and majority gates | 9 | 9 | 1.545 |
## final cells by class
cell class                 instances  area share (%)
multi-input combinational        466           43.70
sequential                       147           41.60
clock buffer                      20           5.433
timing repair buffer              45           4.619
tap                              184           2.673
clock inverter                    12           1.365
inverter                          14          0.6101
## power breakdown
| part | internal [uW] | switching [uW] |
|---|---|---|
| clock network | 512 | 346 |
| logic | 181 | 212 |
| registers | 915 | 40.0 |
| total | 1610 | 598 |
## worst max-delay path: cells and delay by family
family / cells / cell delay [ps]
and+or+nand+nor: 4 / 780
AOI/OAI and AO/OA: 8 / 2000
xor gates and xnor gates: 1 / 130
adders and majority gates: 1 / 350
buffers and inverters: 2 / 550
Power figures rest on the tool's default switching activity, not on a simulated workload.
